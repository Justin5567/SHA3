==> flow/design.v <==
module Iota
(
 clk,
 in_data,
 in_round,
 out_data
);
input clk;
input [63:0]in_data;
input [4:0]in_round;
output [63:0]out_data;
integer i;
parameter KC_0  = 64'h0000000000000001;
parameter KC_1  = 64'h0000000000008082;
parameter KC_2  = 64'h800000000000808a;
parameter KC_3  = 64'h8000000080008000;
parameter KC_4  = 64'h000000000000808b;
parameter KC_5  = 64'h0000000080000001;
parameter KC_6  = 64'h8000000080008081;
parameter KC_7  = 64'h8000000000008009;
parameter KC_8  = 64'h000000000000008a;
parameter KC_9  = 64'h0000000000000088;
parameter KC_10 = 64'h0000000080008009;
parameter KC_11 = 64'h000000008000000a;
parameter KC_12 = 64'h000000008000808b;
parameter KC_13 = 64'h800000000000008b;
parameter KC_14 = 64'h8000000000008089;
parameter KC_15 = 64'h8000000000008003;
parameter KC_16 = 64'h8000000000008002;
parameter KC_17 = 64'h8000000000000080;
parameter KC_18 = 64'h000000000000800a;
parameter KC_19 = 64'h800000008000000a;
parameter KC_20 = 64'h8000000080008081;
parameter KC_21 = 64'h8000000000008080;
parameter KC_22 = 64'h0000000080000001;
parameter KC_23 = 64'h8000000080008008;
reg [63:0]sel_kc;
always@(*)begin
	case(in_round)
		0: sel_kc = KC_0;
		1: sel_kc = KC_1;
		2: sel_kc = KC_2;
		3: sel_kc = KC_3;
		4: sel_kc = KC_4;
		5: sel_kc = KC_5;
		6: sel_kc = KC_6;
		7: sel_kc = KC_7;
		8: sel_kc = KC_8;
		9: sel_kc = KC_9;
		10: sel_kc = KC_10;
		11: sel_kc = KC_11;
		12: sel_kc = KC_12;
		13: sel_kc = KC_13;
		14: sel_kc = KC_14;
		15: sel_kc = KC_15;
		16: sel_kc = KC_16;
		17: sel_kc = KC_17;
		18: sel_kc = KC_18;
		19: sel_kc = KC_19;
		20: sel_kc = KC_20;
		21: sel_kc = KC_21;
		22: sel_kc = KC_22;
		23: sel_kc = KC_23;
		default sel_kc = 64'h1;
	endcase
end
assign out_data = in_data ^ sel_kc;
endmodule
==> flow/run.sh <==
#!/bin/bash
# OpenROAD 26Q1-2900-gdf79404cd8, Yosys 0.63+post, stock flow scripts
make -C /OpenROAD-flow-scripts/flow DESIGN_CONFIG=/design/flow/config.mk WORK_HOME=/design/flow/orfs finish
==> flow/config.mk <==
export PLATFORM = sky130hd
export DESIGN_NAME = Iota
export DESIGN_NICKNAME = Iota
export VERILOG_FILES = /design/flow/design.v
export SDC_FILE = /design/flow/constraint.sdc
export NUM_CORES = 4
export LEC_CHECK = 1
export CORE_AREA = 10 10 70 70
export DIE_AREA = 0 0 80 80
==> flow/constraint.sdc <==
current_design Iota

set clk_period 3.0
set clk_io_pct 0.2

create_clock -name clk0 -period $clk_period

set non_clock_inputs [all_inputs -no_clocks]
set_input_delay [expr $clk_period * $clk_io_pct] -clock clk0 $non_clock_inputs
set_output_delay [expr $clk_period * $clk_io_pct] -clock clk0 [all_outputs]
==> results.yml <==
# implementation run metrics
place:
  place_ws_ns: -0.388
  io_buffers: 19
  gp_congestion: 0.815
  dp.cells: 147
  post-dp-hpwl_um: 1710
drt:
  antenna_left: 0
  vias: 655
  drt-vias-per-instance: 4.46
  num_antenna_cells: 0
  drtPass1Iterations: 4
  drt_iter0_markers: 34
  drc: 0
  routed_wirelength_um: 2050
  routedWlPerCell_um: 13.9
floorplanning:
  die_y_um: 80
  core_sq_um: 3420
  dieArea_sq_um: 6400
  io_pins: 134
  initCoreUtil: 0.274
  rows: 21
  die_w_um: 80
cts:
  post_cts_buffers: 0
  ctsHoldBuffers: 0
logic_synthesis:
  syn_area_sq_um: 935
  most_common_cell: "buf_4"
  synth_stat.cells: 124
  ys_seq_frac: 0
  synth_chip_area_sq_um: 935
  syn_avg_cell_area_sq_um: 7.54
  top_cell_area_share: 0.466
  ys_warn_count: 1
  ys_top_cells_by_area: "buf_4, ha_1, xnor2_1"
  synth_cells: 124
  yosysUniqueCellTypes: 28
  top_area_cell: "buf_4"
  yosys-top-cells-count: "buf_4, ha_1, inv_1, nor2b_1, xnor2_1"
job:
  warning_count: 41
  maxCapViolCount: 0
timing:
  setup_viol: 0
  finalHoldViolCount: 0
  slew_violations: 0
  fin_ws_ns: 0.0506
  period_needed_ns: 2.95
  relSlewSlack: 0.785
  whs_ns: 1.20
  fmax_ghz: 0.339
  rsz0062_at_grt: "true"
  worst_pin_slew_ns: 0.323
  period_used_share: 0.983
grt:
  grt_pass1_wl_um: 3260
  grt_usage: 0.0599
  grt_pass1_vias: 663
  grt_max_degree: 11
  antenna_found_initial: 0
  grt-ovfl-total: 0
worst_setup_path:
  cp_cell_sequence: "dlygate4sd2_1 > inv_2 > ha_4 > or4_1 > a31oi_1 > a211oi_1 > clkdlybuf4s50_1"
  cp-start-kind: "input pin"
  critPathTopFamily: "buffers and inverters"
  crit_cells: 7
  crit_path_end_kind: "output port"
  slowest_stage: "or4_1"
  crit_fanout: 5
  cp-startpoint: "in_round[1]"
  worstSetupPathType: "in -> out"
  crit_required_ns: 2.40
  path_buffers: 3
  cpPeakStageDelay_ns: 0.53
  worstPathArrival_ns: 2.35
layout:
  seq_area_sq_um: 0
  design.seq.count: 0
  fillers: 362
  instances_no_fill: 147
  fin_util: 0.273
  nClkBuffers: 0
  drive_gt1_frac: 0.337
  syn2layout_area_growth_pct: -0.134
power_and_ir_drop:
  peakVddDrop_mv: 0.0440
  powerDensity_nw_per_um2: 142
  p_total_w: 0.000132
  leakage_nw: 0.417
hold_path:
  hp-start: "in_data[10]"
  hold_class: "in -> out"
  holdPathEnd: "out_data[10]"
  holdPathStages: 0
status:
  outcome: "complete, no violations"
==> cells by family after synthesis <==
logic type,share of synthesized area
buffers and inverters,0.509
adders and majority gates,0.107
xor gates and xnor gates,0.0562
AOI/OAI and AO/OA,0.130
muxes,0.0669
and+or+nand+nor,0.131
==> metrics by stage <==
step | instance area, sq um | setup TNS [ns]
final | 933 | 0
after global routing | 933 | -0.0405
after detailed placement | 868 | -1.94
after CTS | 903 | 0
after global placement | 868 | -1.88
after floorplan | 935 | 0
==> layer usage <==
| layer | track usage | share of wire | up-vias |
|---|---|---|---|
| met4 | 0.0194 | 0.013 | 0 |
| met1 | 0.0635 | 0.38 | 282 |
| met2 | 0.0907 | 0.45 | 51 |
| met5 | 0 | 0 | - |
| li1 | - | - | 314 |
| met3 | 0.0443 | 0.16 | 8 |
==> placed cells by master, fill, tap and decap left out, types with 2 or more instances in the layout <==
cell / n
o21ai_0: 2
inv_2: 2
nor2_1: 3
mux2i_1: 4
buf_6: 2
a211oi_1: 2
xnor2_1: 5
ha_1: 5
o221ai_1: 2
a21oi_2: 2
ha_2: 2
nor3_1: 4
dlymetal6s2s_1: 5
clkdlybuf4s50_1: 9
nand2b_1: 3
nand2_1: 2
inv_1: 3
nor2b_1: 4
dlygate4sd2_1: 3
buf_4: 17
==> worst max-delay path by stage <==
stage | slack [ns] | endpoint
after CTS | 0.005 | out_data[15]
after global routing | -0.04 | out_data[0]
final | 0.05 | out_data[1]
==> layout make-up <==
type                            count  area (sq um)  area share
Multi-Input combinational cell     58           513       0.550
Timing Repair Buffer               38           344       0.369
Tap cell                           46          57.6      0.0617
Inverter                            5          18.8      0.0201
==> power by group <==
part | internal [W] | switching, W | total [W]
Sequential | 0 | 0 | 0
Clock | 0 | 0 | 0
Combinational | 0.0000813 | 0.0000511 | 0.000132
Total | 0.0000813 | 0.0000511 | 0.000132
==> what timing repair did <==
item / 4_1_cts / 5_1_grt
endpoints found under the setup margin: 7 / 5
resized: 16 / 13
pin swaps: 4 / 2
No activity file was given, so power comes from the tool's default toggle rates.
